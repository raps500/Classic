File: ./run.sh
#!/bin/bash
# OpenROAD 26Q1-2900-gdf79404cd8, Yosys 0.63+post, stock flow scripts
make -C /OpenROAD-flow-scripts/flow DESIGN_CONFIG=/design/flow/config.mk WORK_HOME=/design/flow/orfs finish
File: ./config.mk
export PLATFORM = sky130hd
export DESIGN_NAME = NClassic_disasm
export DESIGN_NICKNAME = NClassic_disasm
export VERILOG_FILES = /design/flow/design.v
export SDC_FILE = /design/flow/constraint.sdc
export NUM_CORES = 4
export LEC_CHECK = 1
export CORE_AREA = 10 10 139 139
export DIE_AREA = 0 0 149 149
File: ./constraint.sdc
current_design NClassic_disasm

set clk_period 4.5
set clk_io_pct 0.2

create_clock -name clk0 -period $clk_period

set non_clock_inputs [all_inputs -no_clocks]
set_input_delay [expr $clk_period * $clk_io_pct] -clock clk0 $non_clock_inputs
set_output_delay [expr $clk_period * $clk_io_pct] -clock clk0 [all_outputs]
File: ./design.v
module NClassic_disasm(
    input wire [10:0]   addr_in,
    input wire [9:0]    opcode_in,
    input wire [9:0]    op2_in,
    output wire [199:0] o_o
);
reg [199:0] o;
wire [1:0] op_type;
wire [2:0] op_size;
wire [3:0] op_literal;
wire [3:0] op_lit_cmp_p = op_literal;
wire [3:0] op_lit_let_p = op_literal;
assign op_literal = opcode_in[9:6];
assign op_type = opcode_in[1:0];
assign op_size = opcode_in[4:2];
assign op_lit_cmp_p = op_literal;
assign op_lit_let_p = op_literal;
wire [7:0] hh8, hl8, hh10, hl10, hll10, hletp, hcmpp;
wire [23:0] naddr;
wire [31:0] faddr;
assign hh8 = (opcode_in[9:6] > 4'h9) ? (8'd55 + opcode_in[9:6]):(8'd48 + opcode_in[9:6]);
assign hl8 = (opcode_in[5:2] > 4'h9) ? (8'd55 + opcode_in[5:2]):(8'd48 + opcode_in[5:2]);
assign hh10 = opcode_in[9:8] + 8'd48;
assign hl10 = (opcode_in[7:4] > 4'h9) ? (8'd55 + opcode_in[7:4]):(8'd48 + opcode_in[7:4]);
assign hll10 = (opcode_in[3:0] > 4'h9) ? (8'd55 + opcode_in[3:0]):(8'd48 + opcode_in[3:0]);
assign hletp = (op_lit_let_p > 4'h9) ? (8'd55 + op_lit_let_p):(8'd48 + op_lit_let_p);
assign hcmpp = (op_lit_cmp_p > 4'h9) ? (8'd55 + op_lit_cmp_p):(8'd48 + op_lit_cmp_p);
assign naddr = { "$", hh8, hl8 };
assign faddr = { "$", hh10, hl10, hll10 };
reg [31:0] ssize;
assign o_o = o;
always @(op_size)
    case(op_size)
        3'h0: ssize = "[p]";
        3'h1: ssize = "[m]";
        3'h2: ssize = "[x]";
        3'h3: ssize = "[w]";
        3'h4: ssize = "[wp]";
        3'h5: ssize = "[ms]";
        3'h6: ssize = "[xs]";
        3'h7: ssize = "[s]";
    endcase
always @(*)
    begin
        case (op_type)
            2'b00:
                case (opcode_in[9:2])
                    8'b0000_0000: o = "nop";
                    8'b0000_0001, 8'b0001_0001, 8'b0010_0001, 8'b0011_0001,
                    8'b0100_0001, 8'b0101_0001, 8'b0110_0001, 8'b0111_0001,
                    8'b1000_0001, 8'b1001_0001, 8'b1010_0001, 8'b1011_0001,
                    8'b1100_0001, 8'b1101_0001, 8'b1110_0001, 8'b1111_0001: o = { "1 -> s ", hh8 };
                    8'b0000_0011, 8'b0001_0011, 8'b0010_0011, 8'b0011_0011,
                    8'b0100_0011, 8'b0101_0011, 8'b0110_0011, 8'b0111_0011,
                    8'b1000_0011, 8'b1001_0011, 8'b1010_0011, 8'b1011_0011,
                    8'b1100_0011, 8'b1101_0011, 8'b1110_0011, 8'b1111_0011: o = { hletp, " -> p" };
                    8'b0000_0100: o = "select rom 0";
                    8'b0010_0100: o = "select rom 1";
                    8'b0011_0100: o = "keys -> rom";
                    8'b0100_0100: o = "select rom 2";
                    8'b0110_0100: o = "select rom 3";
                    8'b1000_0100: o = "select rom 4";
                    8'b1010_0100: o = "select rom 5";
                    8'b1100_0100: o = "select rom 6";
                    8'b1110_0100: o = "select rom 7";
                    8'b0000_0101, 8'b0001_0101, 8'b0010_0101, 8'b0011_0101,
                    8'b0100_0101, 8'b0101_0101, 8'b0110_0101, 8'b0111_0101,
                    8'b1000_0101, 8'b1001_0101, 8'b1010_0101, 8'b1011_0101,
                    8'b1100_0101, 8'b1101_0101, 8'b1110_0101, 8'b1111_0101: o = { "if s = 0 ", hh8 };                    
                    8'b0000_0110, 8'b0001_0110, 8'b0010_0110, 8'b0011_0110,
                    8'b0100_0110, 8'b0101_0110, 8'b0110_0110, 8'b0111_0110,
                    8'b1000_0110, 8'b1001_0110, 8'b1010_0110, 8'b1011_0110,
                    8'b1100_0110, 8'b1101_0110, 8'b1110_0110, 8'b1111_0110: o = { "load constant ", hh8 };
                    8'b0000_0111: o = "p - 1 -> p"; 
                    8'b0000_1001, 8'b0001_1001, 8'b0010_1001, 8'b0011_1001,
                    8'b0100_1001, 8'b0101_1001, 8'b0110_1001, 8'b0111_1001,
                    8'b1000_1001, 8'b1001_1001, 8'b1010_1001, 8'b1011_1001,
                    8'b1100_1001, 8'b1101_1001, 8'b1110_1001, 8'b1111_1001: o = { "0 -> s ", hh8 };
                    8'b0000_1010: o = "disp toggle";
                    8'b0010_1010: o = "c ex m";
                    8'b0100_1010: o = "push c";
                    8'b0110_1010: o = "pop a";
                    8'b1000_1010: o = "disp off";
                    8'b1010_1010: o = "m -> c";
                    8'b1100_1010: o = "rot stack";
                    8'b1110_1010: o = "clear regs";
                    8'b0000_1011, 8'b0001_1011, 8'b0010_1011, 8'b0011_1011,
                    8'b0100_1011, 8'b0101_1011, 8'b0110_1011, 8'b0111_1011,
                    8'b1000_1011, 8'b1001_1011, 8'b1010_1011, 8'b1011_1011,
                    8'b1100_1011, 8'b1101_1011, 8'b1110_1011,
                    8'b1111_1011: o = { "if p # ",  hcmpp };
                    8'b0000_1101: o = "clr status";
                    8'b0000_1100: o = "return";
                    8'b1011_1100: o = "c -> data";
                    8'b1001_1100: o = "c -> data addr";
                    8'b1011_1110: o = "data -> c";
                    8'b0000_1111: o = "p + 1 -> p";          
                    default: 
                        begin
                            o ="unkn opcode";
                        end
                endcase
            2'b01: o = { "jsb   ", naddr };
            2'b10:
                case (opcode_in[9:5])
                    5'b00000: begin o = { "if 0 = b", ssize }; end
                    5'b00001: begin o = { "0 -> b", ssize }; end
                    5'b00010: begin o = { "if a >= c", ssize }; end
                    5'b00011: begin o = { "if 0 # c", ssize }; end
                    5'b00100: begin o = { "b -> c", ssize }; end
                    5'b00101: begin o = { "0 - c -> c", ssize }; end
                    5'b00110: begin o = { "0 -> c", ssize }; end
                    5'b00111: begin o = { "0 - c - 1 -> c", ssize }; end
                    5'b01000: begin o = { "shift left a", ssize }; end
                    5'b01001: begin o = { "a -> b", ssize }; end
                    5'b01010: begin o = { "a - c -> c", ssize }; end
                    5'b01011: begin o = { "c - 1 -> c", ssize }; end
                    5'b01100: begin o = { "c -> a", ssize }; end
                    5'b01101: begin o = { "if 0 = c", ssize }; end
                    5'b01110: begin o = { "a + c -> c", ssize }; end
                    5'b01111: begin o = { "c + 1 -> c", ssize }; end
                    5'b10000: begin o = { "if a >= b", ssize }; end
                    5'b10001: begin o = { "b ex c", ssize }; end
                    5'b10010: begin o = { "shift right c", ssize }; end
                    5'b10011: begin o = { "if 0 # a", ssize }; end
                    5'b10100: begin o = { "shift right b", ssize }; end
                    5'b10101: begin o = { "c + c -> c", ssize }; end
                    5'b10110: begin o = { "shift right a", ssize }; end
                    5'b10111: begin o = { "0 -> a", ssize }; end
                    5'b11000: begin o = { "a - b -> a", ssize }; end
                    5'b11001: begin o = { "a ex b", ssize }; end
                    5'b11010: begin o = { "a - c -> a", ssize }; end
                    5'b11011: begin o = { "a - 1 -> a", ssize }; end
                    5'b11100: begin o = { "a + b -> a", ssize }; end
                    5'b11101: begin o = { "a ex c", ssize }; end
                    5'b11110: begin o = { "a + c -> a", ssize }; end
                    5'b11111: begin o = { "a + 1 -> a", ssize }; end                    
                endcase
            2'b11: o = { "go nc ", naddr }; 
        endcase
    end
endmodule
==> run_results.csv <==
group,metric,value,unit
place,place_inst,1175,
timing,fin_tns_setup,0,ns
setup_path,cp.required,3.60,ns
synthesis,yosysWarnings,1,
timing,final_max_slew_viol_count,0,
place,dp_slack,-0.8927,ns
global_route,track_usage,22.81,%
setup_path,critPathMaxStageDelay,0.56,ns
setup_path,crit_slowest_cell,"or4_4",
layout,register_area,0,um2
setup_path,crit_arrival,3.54,ns
timing,rsz0062_at_grt,"no",
global_route,first_global_vias,6125,
synthesis,netlist_area,0.003989,mm2
floorplanning,core.rowCount,47,
routing,drc,0,
setup_path,cp-endpoint,"o_o[43]",
synthesis,synthCells,686,
synthesis,synth_cell_types,69,
timing,timing.final.ws_setup,0.06142,ns
layout,stdcell_area,0.006769,mm2
routing,diodes,0,
outcome,status,"finished, final reports clean",
timing,worst_pin_slew,0.9209,ns
setup_path,crit_start,"opcode_in[7]",
timing,setup_viol,0,
min_path,hold_path_class,"in2out",
floorplanning,fp_util,24.22,%
setup_path,cp_max_fo,4,
floorplanning,io_pins,231,
layout,fill_cells,1761,
run,cap_violations,0,
timing,finalHoldViolations,0,
layout,drive_gt1_share,31.24,%
power,p_leak,3.255,nW
place,hpwl,22.40,mm
routing,dr_total_vias,6312,
synthesis,yosys_area,0.003989,mm2
power,power_density,89.65,mW/mm2
floorplanning,die_y,149,um
setup_path,critPathKind,"in2out",
global_route,grt_first_pass_wirelength,38.94,mm
timing,slew_headroom,38.13,%
run,tool_warnings,62,
setup_path,cp-end-kind,"output port",
synthesis,syn_area_per_cell,5.815,um2
routing,drt-pass1-iter-count,5,
clock_tree,cts_hold_buf,0,
layout,design.seq.count,0,
routing,drt-initial-drc-count,628,
place,place.gp.congestion,1.054,
global_route,grt_max_degree,31,
timing,whs,2.541,ns
routing,drt-wirelength-per-cell,22.61,um
synthesis,ys_seq_share,0,%
layout,clock_buffers,0,
routing,wirelength,26.91,mm
routing,viasPerCell,5.304,
power,total_power,606.9,uW
place,port_buffers,127,
global_route,antenna_found_initial,0,
layout,final_util,41.11,%
floorplanning,core_area,0.01647,mm2
routing,ant_nets,0,
timing,post-route-period-util,98.64,%
global_route,grt_overflow_total,0,
floorplanning,die_x,149,um
synthesis,yosys_cells,686,
layout,syn_to_final_growth,69.70,%
timing,max_clock_freq,225.3,MHz
timing,period_minus_slack,4.439,ns
power,irDropWorstVdd,0.03098,mV
setup_path,crit_chain,"buf_4 -> buf_6 -> ha_4 -> or4_4 -> a32o_2 -> or3_4 -> or4_4 -> buf_4 -> a41oi_2 -> dlygate4sd2_1",
place,placed_cell_area,0.006405,mm2
layout,fin_cells,1190,
setup_path,crit_path_start_kind,"input pin",
floorplanning,chipArea,0.02220,mm2
[power breakdown]
group	internal [mW]	switching [mW]	total (mW)
registers	0	0	0
clock network	0	0	0
logic	0.294	0.313	0.607
total	0.294	0.313	0.607
[layer usage]
metal | wire [um] | track usage, % | vias to the layer above
li1 | - | - | 2867
met1 | 11410 | 31.00 | 2984
met2 | 11990 | 36.43 | 404
met3 | 2478 | 3.481 | 57
met4 | 1021 | 6.869 | 0
met5 | 0 | 0 | -
[cell usage in the layout, fill, tap and decap left out, drive strengths merged, types with 3 or more instances in the layout]
| cell | netlist | layout |
|---|---|---|
| clkdlybuf4s50 | 0 | 73 |
| a31oi | 19 | 19 |
| ha | 12 | 12 |
| clkbuf | 39 | 4 |
| a221oi | 4 | 4 |
| or2 | 7 | 7 |
| a21oi | 47 | 47 |
| o21ai | 70 | 70 |
| nand2b | 12 | 12 |
| o21a | 3 | 3 |
| or3 | 5 | 5 |
| nor3 | 31 | 31 |
| and2 | 6 | 6 |
| dlygate4sd2 | 0 | 25 |
| nor3b | 4 | 4 |
| nor4 | 25 | 25 |
| o211ai | 6 | 6 |
| and4b | 3 | 3 |
| and3 | 4 | 4 |
| a211oi | 7 | 7 |
| nor2b | 3 | 3 |
| nand2 | 84 | 84 |
| inv | 18 | 18 |
| a22oi | 4 | 4 |
| nand3 | 12 | 12 |
| clkdlybuf4s15 | 0 | 4 |
| or4 | 6 | 6 |
| a32oi | 6 | 6 |
| nand4b | 6 | 6 |
| buf | 107 | 241 |
| nor2 | 81 | 81 |
| conb | 1 | 83 |
| nor4b | 3 | 3 |
| nand4 | 5 | 5 |
| o22ai | 8 | 8 |
[critical path, delay by kind of cell]
kind | cells | cell delay (ns)
simple gates | 3 | 1.41
buf+inv | 4 | 0.64
compound gates | 2 | 0.42
fa+ha+maj | 1 | 0.15
[repair_timing]
item                       in CTS  in global routing
buffers inserted               20                  0
setup endpoints to repair      82                 58
hold endpoints to repair        0                  0
pin swaps                      33                  4
gates resized                 167                 31
[logic make-up (layout without fill, tap and decap cells)]
family | Yosys count | after routing | share of synthesized area (%)
other | 1 | 83 | 0.09401
adders and majority gates | 12 | 12 | 3.764
and+or+nand+nor | 305 | 305 | 38.43
buffers and inverters | 166 | 368 | 26.66
xor gates and xnor gates | 4 | 4 | 0.8785
muxes | 1 | 1 | 0.2510
AOI/OAI and AO/OA | 197 | 197 | 29.93
[cell type report]
cell class | instances | area, um2 | share of cell area, %
Inverter | 19 | 76.32 | 1.128
Tap cell | 220 | 275.3 | 4.067
Timing Repair Buffer | 349 | 2860 | 42.26
Multi-Input combinational cell | 602 | 3557 | 52.55
[worst min path at each step]
stage	start	end	slack, ns	cells past startpoint
CTS	opcode_in[6]	o_o[73]	2.54	6
global route	opcode_in[2]	o_o[0]	2.57	5
finish	opcode_in[2]	o_o[0]	2.54	5
[cells in the mapped netlist, types with 4 or more instances]
cell / n / area [um2]
buf_4: 99 / 743.2
nand2_1: 84 / 315.3
nor2_1: 81 / 304.0
o21ai_0: 67 / 335.3
a21oi_1: 47 / 235.2
clkbuf_1: 34 / 127.6
nor3_1: 31 / 155.2
nor4_1: 23 / 143.9
a31oi_1: 19 / 118.9
inv_1: 18 / 67.56
ha_1: 12 / 150.1
nand2b_1: 12 / 75.07
nand3_1: 12 / 60.06
o22ai_1: 8 / 50.05
a211oi_1: 7 / 52.55
or2_2: 7 / 43.79
a32oi_1: 6 / 52.55
nand4b_1: 6 / 52.55
o211ai_1: 6 / 45.04
and2_1: 5 / 31.28
nand4_1: 5 / 31.28
a221oi_1: 4 / 35.03
a22oi_1: 4 / 30.03
and3_1: 4 / 25.02
buf_6: 4 / 45.04
nor3b_1: 4 / 30.03
or3_1: 4 / 25.02
or4_1: 4 / 30.03
Power is estimated from default activity; no workload was simulated.
